==> flow/design.v <==
`timescale 1ns / 1ps
module FPCVT(input[11:0] d, output[1:0] s, output[2:0] e, output [3:0] f);
wire [11:0] abstc;
wire [2:0] old_exp;
wire [3:0] old_figs;
wire [3:0] i;
absolute_value abs_convert(
    .ogtc(d),
    .abstc(abstc),
    .sign_bit(sign_bit)
);
extract_bits extract(
    .abstc(abstc),
    .exp(old_exp),
    .figs(old_figs),
    .i(i)
);
rounding rounded(
    .abstc(abstc),
    .i(i),
    .exp(old_exp),
    .figs(old_figs),
    .nexp(e),
    .nfigs(f)
);
endmodule
module absolute_value(ogtc, abstc, sign_bit);
input  [11:0] ogtc; 
output [11:0] abstc;
output sign_bit;
reg [11:0] val;
always @(*) begin
    if (ogtc == 12'b100000000000) begin
        val = 12'b011111111111;
    end
    else begin
        val = ogtc[11] ? (~ogtc + 1) : ogtc;
    end
end
assign sign_bit = ogtc[11];
assign abstc = val;
endmodule
module extract_bits(abstc, exp, figs, i);
input [11:0] abstc;
output reg [2:0] exp;
output reg [3:0] figs;
output reg [3:0] i;
always@(*) begin
    i = 3;
    if (abstc[11]) begin
        i = 4'd11;
    end
    else if (abstc[10]) begin 
        i = 4'd10;
    end
    else if (abstc[9]) begin 
        i = 4'd9;
    end
    else if (abstc[8]) begin 
        i = 4'd8;
    end
    else if (abstc[7]) begin 
        i = 4'd7;
    end
    else if (abstc[6]) begin 
        i = 4'd6;
    end
    else if (abstc[5]) begin 
        i = 4'd5;
    end
    else if (abstc[4]) begin 
        i = 4'd4;
    end
    else begin 
        i = 4'd3;
    end
    exp = 8-(11-i);
    figs = abstc[i -: 4];
end 
endmodule
module rounding(abstc, i, exp, figs, nexp, nfigs);
input [11:0] abstc;
input [3:0] i;
input [2:0] exp;
input [3:0] figs;
output reg [2:0] nexp;
output reg [3:0] nfigs;
reg [1:0] rounding_bit;
always @(*) begin
    nexp = exp;
    nfigs = figs;
    if (i > 3) begin
        rounding_bit = abstc[i-4];
        if (rounding_bit) begin
            if (figs == 4'b1111 && exp != 3'b111) begin
                nfigs = 4'b1000;
                nexp = exp + 1;
            end
            else if (figs == 4'b1111 && exp == 3'b111) begin
                nfigs = 4'b1111;
                nexp = 4'b111;
            end
            else begin
                nfigs = figs + 1;
                nexp = exp;
            end
        end
    end
end
endmodule
==> flow/run.sh <==
#!/bin/bash
# OpenROAD 26Q1-2900-gdf79404cd8, Yosys 0.63+post, stock flow scripts
make -C /OpenROAD-flow-scripts/flow DESIGN_CONFIG=/design/flow/config.mk WORK_HOME=/design/flow/orfs finish
==> flow/config.mk <==
export PLATFORM = sky130hd
export DESIGN_NAME = FPCVT
export DESIGN_NICKNAME = FPCVT
export VERILOG_FILES = /design/flow/design.v
export SDC_FILE = /design/flow/constraint.sdc
export NUM_CORES = 4
export LEC_CHECK = 1
export CORE_AREA = 10 10 91 91
export DIE_AREA = 0 0 101 101
==> flow/constraint.sdc <==
current_design FPCVT

set clk_period 9.8
set clk_io_pct 0.2

create_clock -name clk0 -period $clk_period

set non_clock_inputs [all_inputs -no_clocks]
set_input_delay [expr $clk_period * $clk_io_pct] -clock clk0 $non_clock_inputs
set_output_delay [expr $clk_period * $clk_io_pct] -clock clk0 [all_outputs]
==> impl_metrics.env <==
# source this file to load flow results
export IMPL_postPlaceCellArea_um2=2044
export IMPL_yosysWarnings=6
export IMPL_globalplace_congestion=0.9699
export IMPL_fin_crit_sh=0.9633
export IMPL_grt_pass1_wl_um=8914
export IMPL_wl_per_cell_um=15.41
export IMPL_syn_area_um2=1710
export IMPL_rows=29
export IMPL_status="completed"
export IMPL_cp_slowest_cell="or4_1"
export IMPL_post_route_min_period_ns=9.440
export IMPL_timing_hold_ws_ns=5.637
export IMPL_ff_count=0
export IMPL_dr_total_vias=2035
export IMPL_grt_max_degree=16
export IMPL_ios=21
export IMPL_pwr_share_seq=0
export IMPL_hold_path_depth=8
export IMPL_worst_hold_path_endpoint="e[1]"
export IMPL_synthDominantCellAreaShare=0.06584
export IMPL_clockBufferCount=0
export IMPL_vias_per_cell=5.950
export IMPL_cellLeakagePower_nw=0.8086
export IMPL_drv_slew=0
export IMPL_synth_cells=243
export IMPL_path_max_fanout=9
export IMPL_yosysTopAreaCell="ha_1"
export IMPL_area_leaders="ha_1, nor2_1, a21oi_1"
export IMPL_clkPwrFrac=0
export IMPL_hold_violations=0
export IMPL_cap_viol_max_count=0
export IMPL_power_switching_mw=0.09547
export IMPL_fp_utilization=0.2694
export IMPL_overflow=0
export IMPL_ir_drop_v=0.00003220
export IMPL_design_area_um2=2061
export IMPL_firstDrtPassIters=4
export IMPL_tool_warnings=35
export IMPL_worstSetupPathType="input port to output pin"
export IMPL_grt_pass1_vias=1891
export IMPL_drive_above_1_share=0.1887
export IMPL_cp_num_buf_inv=6
export IMPL_internal_power_mw=0.08560
export IMPL_path_delay_family="simple AND/OR/NAND/NOR gates"
export IMPL_synth_seq_share=0
export IMPL_cpMostUsedCell="ha_1"
export IMPL_portBuffers=19
export IMPL_hp_class="input port to output pin"
export IMPL_syn_to_final_growth_pct=20.48
export IMPL_postRouteAntennaNets=0
export IMPL_setup_viol_count_final=0
export IMPL_slowest_delay_ns=0.52
export IMPL_hpwl_um=4287
export IMPL_powerDensity_nw_per_um2=87.86
export IMPL_die_area_um2=10200
export IMPL_fmax_mhz=105.9
export IMPL_flop_area_um2=0
export IMPL_ys_cells=243
export IMPL_netSwitchingFraction=0.5273
export IMPL_critPathLaunchType="input port"
export IMPL_antenna_found_initial=0
export IMPL_drcViolationCount=0
export IMPL_syn_area_per_cell_um2=7.039
export IMPL_ys_types=73
export IMPL_critPathCaptureType="output pin"
export IMPL_antenna_cells=0
export IMPL_postCtsSetupBuffers=0
export IMPL_finalPower_mw=0.1811
export IMPL_cp_arrival_ns=7.48
export IMPL_fill_cells=649
export IMPL_relSlewSlack=0.5345
export IMPL_die_h_um=101
export IMPL_core_um2=6350
export IMPL_p_comb_frac=1.000
export IMPL_worst_pin_slew_ns=0.6936
export IMPL_hp_start="d[8]"
export IMPL_path_cells="clkdlybuf4s50_1 > inv_1 > ha_1 > or3b_1 > buf_4 > nand2_1 > o22ai_1 > or4_1 > a31oi_2 > inv_1 > ha_1 > or3_1 > nand2_2 > inv_2 > ha_1 > nor2_1 > nor2_1 > nand3_1 > nor4_1 > o21a_2 > nand4_2 > mux2_4 > clkdlybuf4s50_1"
export IMPL_grt_usage=0.1012
export IMPL_yosys_stat_area_um2=1710
export IMPL_drt_iter0_markers=210
export IMPL_die_width_um=101
export IMPL_wl_um=5269
export IMPL_required_ns=7.84
## layout make-up
cell class	instances	area, um2	area share
Inverter	14	52.55	0.02550
Multi-Input combinational cell	214	1587	0.7699
Timing Repair Buffer	37	325.3	0.1579
Tap cell	77	96.34	0.04675
## cells in the final DEF (no fill, tap or decap), types with 3 or more instances in the layout
cell,count
inv_2,3
o22ai_1,4
buf_4,18
xnor2_1,4
o21ai_0,9
o31ai_1,6
o211a_1,3
nand2_1,15
inv_1,11
a21oi_1,13
or3_1,4
nor3_1,10
o211ai_1,5
clkdlybuf4s50_1,19
and2_1,4
nand4_1,3
a31oi_1,5
nand3_1,8
mux2i_1,5
ha_1,9
a211oi_1,5
nor2b_1,4
or4_1,5
nor4_1,6
nor2_1,22
a31o_2,3
## cells in the mapped netlist (6+ instances only)
| library cell | count |
|---|---|
| nand2_1 | 15 |
| nand3_1 | 8 |
| o21ai_0 | 9 |
| o31ai_1 | 6 |
| nor3_1 | 10 |
| a21oi_1 | 13 |
| ha_1 | 9 |
| inv_1 | 11 |
| clkbuf_1 | 10 |
| nor4_1 | 6 |
| nor2_1 | 22 |
## worst max-delay path by stage
| stage | from | end | slack (ns) | cells past startpoint |
|---|---|---|---|---|
| finish | d[1] | e[2] | 0.36 | 23 |
| CTS | d[1] | e[0] | 0.32 | 22 |
| global route | d[1] | e[2] | -0.02 | 23 |
## per-layer routing
metal	routed length [um]	part of all wire	vias to the layer above	global-route usage
met5	0	0	-	0
met4	146	0.028	0	0.02358
met3	264	0.050	18	0.006930
met2	2432	0.46	77	0.1661
met1	2426	0.46	938	0.1406
li1	-	-	1002	-
## power groups by stage
stage	clock network [mW]	registers, mW	logic (mW)
4_1_cts	0	0	0.179
5_1_grt	0	0	0.200
6_report	0	0	0.181
## logic make-up after synthesis
group	count (synthesis)	synth area share
AND-OR/OR-AND	89	0.4163
adder cells (fa/ha/maj)	9	0.06584
AND/OR/NAND/NOR	97	0.3182
other	1	0.002192
XOR/XNOR	7	0.03585
buffers and inverters	30	0.08412
multiplexers	10	0.07754
## stage by stage
stage / setup TNS [ns] / setup WS (ns) / utilization / cells
finish: 0 / 0.3599 / 0.3245 / 342
global route: -0.01526 / -0.01526 / 0.3245 / 342
global placement: 0 / 0.3484 / 0.3220 / 342
detailed placement: 0 / 0.3315 / 0.3220 / 342
floorplan: 0 / 1.042 / - / 244
CTS: 0 / 0.3184 / 0.3220 / 342
## timing repair
| action | in CTS | in global routing |
|---|---|---|
| resized | 0 | 3 |
| hold buffers | 0 | 0 |
| setup endpoints to repair | 0 | 5 |
Power is estimated from default activity; no workload was simulated.
