`/design/flow/design.v`:
```
`timescale 1ns / 1ps
module clk_div(
    sys_clk, rst,
    onehz_clk, twohz_clk, fast_clk, blink_clk
    );
input sys_clk;
input rst;
output wire onehz_clk;
reg onehz_clk_temp;
output wire twohz_clk;
reg twohz_clk_temp;
output wire fast_clk;
reg fast_clk_temp;
output wire blink_clk;
reg blink_clk_temp;
reg [31:0] onehz_count;
reg [31:0] twohz_count;
reg [31:0] fasthz_count;
reg [31:0] blinkhz_count;
    always @ (posedge sys_clk or posedge rst) begin
        if (rst == 1'b1) begin
            onehz_count <= 32'b0;
            onehz_clk_temp <= 1'b0;
        end
        else if (onehz_count == 32'd50000000 - 32'b1) begin
            onehz_count <= 32'b0;
            onehz_clk_temp <= ~onehz_clk;
        end
        else begin
            onehz_count <= onehz_count + 32'b1;
            onehz_clk_temp <= onehz_clk;
        end
    end
    always @ (posedge sys_clk or posedge rst) begin
        if (rst == 1'b1) begin
            twohz_count <= 32'b0;
            twohz_clk_temp <= 1'b0;
        end
        else if (twohz_count == 32'd25000000 - 32'b1) begin
            twohz_count <= 32'b0;
            twohz_clk_temp <= ~twohz_clk;
        end
        else begin
            twohz_count <= twohz_count + 32'b1;
            twohz_clk_temp <= twohz_clk;
        end
    end
    always @ (posedge sys_clk or posedge rst) begin
        if (rst == 1'b1) begin
            fasthz_count <= 32'b0;
            fast_clk_temp <= 1'b0;
        end
        else if (fasthz_count == 32'd125000 - 32'b1) begin
            fasthz_count <= 32'b0;
            fast_clk_temp <= ~fast_clk;
        end
        else begin
            fasthz_count <= fasthz_count + 32'b1;
            fast_clk_temp <= fast_clk;
        end
    end
    always @ (posedge sys_clk or posedge rst) begin
        if (rst == 1'b1) begin
            blinkhz_count <= 32'b0;
            blink_clk_temp <= 1'b0;
        end
        else if (blinkhz_count == 32'd12500000 - 32'b1) begin
            blinkhz_count <= 32'b0;
            blink_clk_temp <= ~blink_clk;
        end
        else begin
            blinkhz_count <= blinkhz_count + 32'b1;
            blink_clk_temp <= blink_clk;
        end
    end
	 assign onehz_clk = onehz_clk_temp;
	 assign twohz_clk = twohz_clk_temp;
	 assign fast_clk = fast_clk_temp;
	 assign blink_clk = blink_clk_temp;
endmodule
`timescale 1ns / 1ps
module counter(
	onehz_clk, twohz_clk, pause, rst, sel, adj,
	minutes, seconds
    );
	input onehz_clk;
	input twohz_clk;
	input pause;
	input rst;
	input sel;
	input adj;
	output [5:0] minutes;
	output [5:0] seconds;
	reg [5:0] min_temp = 5'b00000;
	reg [5:0] sec_temp = 5'b00000;
	reg is_pause = 0;
   sel_adj adjust(
    .adj(adj), .onehz_clk(onehz_clk), .twohz_clk(twohz_clk), .choose_clk(clk)
   );
	always @ (posedge pause) begin
	   if (!adj) begin
        is_pause <= ~is_pause;
       end
    end
	always @ (posedge clk or posedge rst) begin
		if (rst) begin
			min_temp <= 5'b0;
			sec_temp <= 5'b0;
		end
		else begin
		if (~is_pause) begin
			min_temp <= minutes;
			sec_temp <= seconds;
			if (adj) begin
				if (sel) begin
					if (sec_temp == 59) begin
						sec_temp <= 5'b0;
					end
					else begin
						sec_temp <= sec_temp + 5'b1;
					end
				end
				else begin
					if (min_temp == 59) begin
						min_temp <= 5'b0;
					end
					else begin
						min_temp <= min_temp + 5'b1;
					end
				end
			end
			else begin
                if (min_temp == 59 && sec_temp == 59) begin
                    min_temp <= 5'b0;
                    sec_temp <= 5'b0;
                end
                else if (min_temp != 59 && sec_temp == 59) begin
                    min_temp <= min_temp + 5'b1;
                    sec_temp <= 5'b0;
                end
                else begin
                    sec_temp <= sec_temp + 5'b1;
                end
			end
		end
		end
	end
	assign minutes = min_temp;
	assign seconds = sec_temp;
endmodule
`timescale 1ns / 1ps
module final_display(
	fast_clk, blink_clk, sel, adj, dig1, dig2, dig3, dig4,
	seg7, dig
    ); 
	input fast_clk;
   	input blink_clk;
	input sel;
	input adj;
	input [6:0] dig1;
	input [6:0] dig2;
	input [6:0] dig3;
	input [6:0] dig4;
	output [6:0] seg7;
	output [3:0] dig;
	reg [1:0] switch_dig = 2'b00;
	reg [6:0] seg7_temp;
	reg [3:0] dig_temp;
	always @ (posedge fast_clk) begin
		if (switch_dig == 0) begin
			switch_dig <= switch_dig + 2'b1;
			dig_temp <= 4'b0111;
			if (adj && !sel) begin
				if (blink_clk) begin
					seg7_temp <= dig1;
				end
				else begin
					seg7_temp <= 7'b1111111;
				end
			end
			else begin
				seg7_temp <= dig1;
			end
		end
		else if (switch_dig == 1) begin
			switch_dig <= switch_dig + 2'b1;
			dig_temp <= 4'b1011;
			if (adj && !sel) begin
				if (blink_clk) begin
					seg7_temp <= dig2;
				end
				else begin
					seg7_temp <= 7'b1111111;
				end
			end
			else begin
				seg7_temp <= dig2;
			end
		end 
		else if (switch_dig == 2) begin
			switch_dig <= switch_dig + 2'b1;
			dig_temp <= 4'b1101;
			if (adj && sel) begin
				if (blink_clk) begin
					seg7_temp <= dig3;
				end
				else begin
					seg7_temp <= 7'b1111111;
				end
			end
			else begin
				seg7_temp <= dig3;
			end
		end 
		else if (switch_dig == 3) begin
			switch_dig <= 2'b0;
			dig_temp <= 4'b1110;
			if (adj && sel) begin
				if (blink_clk) begin
					seg7_temp <= dig4;
				end
				else begin
					seg7_temp <= 7'b1111111;
				end
			end
			else begin
				seg7_temp <= dig4;
			end
		end
	end
	assign seg7 = seg7_temp;
	assign dig = dig_temp;
endmodule
`timescale 1ns / 1ps
module debouncer(
  clk, button, 
  bounce_state
  );
  input clk;
  input button;
  output bounce_state;
  reg debounce_temp;
  reg [15:0] counter;
  reg sync_to_clk0;
  reg sync_to_clk1;
  always @ (posedge clk) begin
    sync_to_clk0 <= button;
  end
  always @ (posedge clk) begin
    sync_to_clk1 <= sync_to_clk0;
  end
  always @ (posedge clk) begin
  	if (debounce_temp == sync_to_clk1) begin
		counter <= 0;
	end
	else begin
		counter <= counter + 1'b1;
		if (counter == 16'hffff) begin
	     		debounce_temp <= ~bounce_state;
		end
        end
  end
  assign bounce_state = debounce_temp;
endmodule 
`timescale 1ns / 1ps
module separate_digits(
	min, sec,
	min_10s, min_1s, sec_10s, sec_1s
    );
	input [5:0] min;
	input [5:0] sec;
	output [3:0] min_10s;
	output [3:0] min_1s;
	output [3:0] sec_10s;
	output [3:0] sec_1s;
	assign min_10s = min/10;
	assign sec_10s = sec/10;
	assign min_1s = min - (10 * min_10s);
	assign sec_1s = sec - (10 * sec_10s);
endmodule
`timescale 1ns / 1ps
module display(
	decimal,
	segmented
   );
	input [3:0] decimal;
	output [6:0] segmented;
	reg [6:0] segs7;
	always @ (*) begin
		case(decimal)
			 0: segs7 = 7'b1000000; 
             1: segs7 = 7'b1111001;
             2: segs7 = 7'b0100100; 
             3: segs7 = 7'b0110000; 
             4: segs7 = 7'b0011001; 
             5: segs7 = 7'b0010010; 
             6: segs7 = 7'b0000010; 
             7: segs7 = 7'b1111000; 
             8: segs7 = 7'b0000000; 
             9: segs7 = 7'b0010000; 
            default: segs7 = 7'b1111111;
		endcase
	end
	assign segmented = segs7;
endmodule
`timescale 1ns / 1ps
module sel_adj(
	adj, onehz_clk, twohz_clk,
	choose_clk
    );
	input adj;
	input onehz_clk;
	input twohz_clk;
	output choose_clk;
	reg chosen_clk_temp;
	always @ (*) begin
		if (adj) begin
			chosen_clk_temp = twohz_clk;
		end
		else begin
			chosen_clk_temp = onehz_clk;
		end
	end
	assign choose_clk = chosen_clk_temp;
endmodule
`timescale 1ns / 1ps
module top(
	sel, adj, rst, pause, clk,
	anodes, segments
    );
	input sel;
	input adj;
	input rst;
	input pause;
	input clk;
	output [3:0] anodes;
	output [6:0] segments;
	wire rst_db;
	wire pause_db;
	wire sel_db;
	wire adj_db;
	wire onehz_clk;
	wire twohz_clk;
	wire fast_clk;
	wire blink_clk;
	debouncer pause_db_func(.clk(clk), .button(pause), .bounce_state(pause_db));
	debouncer rst_db_func(.clk(clk), .button(rst), .bounce_state(rst_db));
	debouncer sel_db_func(.clk(clk), .button(sel), .bounce_state(sel_db));
	debouncer adj_db_func(.clk(clk), .button(adj), .bounce_state(adj_db));
	clk_div clock_divider(.sys_clk(clk), .rst(rst_db), .onehz_clk(onehz_clk), .twohz_clk(twohz_clk), .fast_clk(fast_clk), .blink_clk(blink_clk));
	wire [5:0] minutes;
	wire [5:0] seconds;
	wire [3:0] min_10s;
	wire [3:0] min_1s;
	wire [3:0] sec_10s;
	wire [3:0] sec_1s;
	wire [6:0] dig0;
	wire [6:0] dig1;
	wire [6:0] dig2;
	wire [6:0] dig3;
	counter min_sec_counter(.onehz_clk(onehz_clk), .twohz_clk(twohz_clk), .pause(pause_db), .rst(rst_db), .sel(sel_db), .adj(adj_db), .minutes(minutes), .seconds(seconds));
	separate_digits digits(.min(minutes), .sec(seconds), .min_10s(min_10s), .min_1s(min_1s), .sec_10s(sec_10s), .sec_1s(sec_1s));
	display seven_seg_min10s(.decimal(min_10s), .segmented(dig0));
	display seven_seg_min1s(.decimal(min_1s), .segmented(dig1));
	display seven_seg_sec10s(.decimal(sec_10s), .segmented(dig2));
	display seven_seg_sec1s(.decimal(sec_1s), .segmented(dig3));
	final_display digsegments(.fast_clk(fast_clk), .blink_clk(blink_clk), .sel(sel_db), .adj(adj_db), .dig1(dig0), .dig2(dig1), .dig3(dig2), .dig4(dig3), .seg7(segments), .dig(anodes));
endmodule
```
`/design/flow/run.sh`:
```
#!/bin/bash
# OpenROAD 26Q1-2900-gdf79404cd8, Yosys 0.63+post, stock flow scripts
make -C /OpenROAD-flow-scripts/flow DESIGN_CONFIG=/design/flow/config.mk WORK_HOME=/design/flow/orfs finish
```
`/design/flow/config.mk`:
```
export PLATFORM = sky130hd
export DESIGN_NAME = top
export DESIGN_NICKNAME = top
export VERILOG_FILES = /design/flow/design.v
export SDC_FILE = /design/flow/constraint.sdc
export NUM_CORES = 4
export LEC_CHECK = 1
export CORE_UTILIZATION = 50
```
`/design/flow/constraint.sdc`:
```
current_design top

set clk_period 2.9
set clk_io_pct 0.2

create_clock -name clk0 -period $clk_period [get_ports {clk}]

set non_clock_inputs [all_inputs -no_clocks]
set_input_delay [expr $clk_period * $clk_io_pct] -clock clk0 $non_clock_inputs
set_output_delay [expr $clk_period * $clk_io_pct] -clock clk0 [all_outputs]
```
==> flow_metrics.py <==
# Flow results
metrics = {
    "synthesis": {
        "top_cells_by_count": "nor2_1 (154), dfrtp_1 (144), nand2_1 (120)",
        "ys.flop_type": "dfrtp_1",
        "avgSynthCellArea_um2": 9.63,
        "yosysMostFrequentCell": "nor2_1",
        "top_area_cell": "dfrtp_1",
        "postSynthSeqShare_pct": 47.6,
        "yosysUniqueCellTypes": 66,
        "netlist_area_um2": 11600,
        "synthCells": 1209,
        "synth_chip_area_um2": 11600,
        "ys_cells": 1209,
        "area_leaders": "dfrtp_1 (31%), dfxtp_1 (13%), xor2_1 (7.1%)",
        "ys_warn_count": 7,
        "synth_flops": 234,
        "edf_count": 14,
        "yosysTopAreaCellShare_pct": 30.9,
        "synthArstFlopShare_pct": 61.5,
    },
    "timing": {
        "unclocked_regs": 26,
        "max_freq_ghz": 0.480,
        "hold_viol_final": 0,
        "slew_violations": 0,
        "tightest_slew_ps": 616,
        "setup_viol": 0,
        "fin_skew_ps": 23.6,
        "slew_headroom_pct": 58.6,
        "period_used_pct": 71.8,
        "period_needed_ps": 2080,
        "rsz0062_at_grt": "false",
        "setup_ws_ps": 817,
        "untimed_endpoints": 47,
    },
    "clock_network": {
        "holdBufCountCts": 0,
        "cts-root-buf": "clkbuf_16",
        "tritoncts": "yes",
        "postCtsSetupRepairBufs": 0,
        "clkTransAtPathRegs_ps": 60,
        "cts_buffer_depth": 3,
        "insertion_delay_ps": 520,
        "post_cts_resized": 0,
        "htree_num_levels": 1,
        "cts_buffers": 24,
    },
    "placed_design": {
        "place_ws_ps": 824,
        "place.gp.congestion": 0.884,
        "portBuffers": 15,
        "dp_hpwl_um": 13900,
    },
    "global_routing": {
        "antenna_found_initial": 0,
        "grt_max_degree": 55,
        "grt_use_total_pct": 18.5,
        "gr-total-overflow": 0,
        "grt_pass1_wl_um": 36000,
        "grt_pass1_vias": 7705,
    },
    "power": {
        "p_leak_nw": 5.45,
        "design_power_total_mw": 6.04,
        "ir_drop_mv": 0.442,
        "power.density_nw_per_um2": 465,
    },
    "route": {
        "routed_via_density": 5.29,
        "post_drt_wl_per_cell_um": 13.2,
        "drtPass1Iterations": 4,
        "dr.first_iter.drc_count": 373,
        "ant_nets": 0,
        "post-route-drc-count": 0,
        "drt-total-wl_um": 20300,
        "diodes": 0,
        "vias": 8106,
    },
    "worst_setup_path": {
        "worstPathRequired_ps": 3280,
        "critPathKind": "reg -> reg",
        "crit_path_end_kind": "flop",
        "cp.arrival_ps": 2470,
        "cp-start-kind": "flop",
        "critPathMaxFanout": 6,
    },
    "finish": {
        "fillers": 1953,
        "post-route-util_pct": 57.2,
        "drive_gt1_share_pct": 5.37,
        "area_growth_pct": 11.5,
    },
    "floorplanning": {
        "rows": 55,
        "die_width_um": 155,
        "ioPinCount": 16,
        "die_h_um": 155,
        "fp_util_pct": 51.3,
        "coreArea_um2": 22700,
        "die_area_um2": 23900,
    },
    "run_status": {
        "status": "finished, final reports clean",
    },
    "min_path": {
        "hold_class": "reg -> reg",
    },
    "flow_run": {
        "openroad.warnings": 55,
        "max_cap_viol_count": 0,
    },
}
[cell type report]
class / instances / area (um2) / share of cell area (%)
inverters: 36 / 139 / 1.07
flip-flops and latches: 234 / 5550 / 42.7
clock buffers: 39 / 769 / 5.93
multi-input cells: 906 / 5840 / 45.0
clock inverters: 5 / 65.1 / 0.501
repair buffers: 27 / 265 / 2.04
well taps: 285 / 357 / 2.75
[where the power goes]
part	total [mW]	switching [mW]	internal [mW]	leakage, nW
Combinational	0.0467	0.0236	0.0231	2.37
Sequential	2.93	0.0134	2.92	2.67
Clock	3.06	1.15	1.91	0.411
[routing by layer]
metal / up-vias / wire (um) / part of all wire (%) / GRT usage (%)
met5: - / 0 / 0 / 0
met4: 0 / 307 / 1.5 / 2.45
met3: 26 / 534 / 2.6 / 2.28
met2: 84 / 8670 / 43 / 27.8
met1: 3772 / 10800 / 53 / 31.0
li1: 4224 / - / - / -
[layout by cell type (no fill, tap or decap), types with 24 or more instances in the layout]
| master | synthesis | routed |
|---|---|---|
| a21oi_1 | 29 | 29 |
| and3_1 | 33 | 33 |
| clkbuf_16 | 0 | 26 |
| dfrtp_1 | 144 | 144 |
| dfxtp_1 | 76 | 76 |
| ha_1 | 49 | 49 |
| inv_1 | 36 | 35 |
| nand2_1 | 120 | 120 |
| nand3_1 | 70 | 70 |
| nand4_1 | 40 | 40 |
| nor2_1 | 154 | 154 |
| nor3_1 | 26 | 24 |
| o21ai_0 | 37 | 37 |
| xnor2_1 | 82 | 82 |
| xor2_1 | 94 | 94 |
[worst paths after layout]
kind                                            endpoint  slack [ps]                          from  depth (start not counted)
min in group asynchronous   clock_divider.twohz_count[8]         400     rst_db_func.debounce_temp                          1
max in group asynchronous  clock_divider.onehz_count[20]        1840     rst_db_func.debounce_temp                          2
max reg2reg                clock_divider.twohz_count[24]         820  clock_divider.twohz_count[7]                          7
min reg2reg                     rst_db_func.sync_to_clk1         330      rst_db_func.sync_to_clk0                          0
max                        clock_divider.twohz_count[24]         820  clock_divider.twohz_count[7]                          7
min                             rst_db_func.sync_to_clk1         330      rst_db_func.sync_to_clk0                          0
[metrics by stage]
step / instances / area (um2) / TNS, ps / hold slack (ps)
floorplan: 1209 / 11600 / -295 / 310
global placement: 1488 / 12100 / 0 / 311
detailed placement: 1488 / 12100 / 0 / 316
CTS: 1532 / 13000 / 0 / 329
global route: 1532 / 13000 / 0 / 337
finish: 1532 / 13000 / 0 / 327
[state kept, by name (all words and copies together) (netlist names), 6 cells and up]
| signal | cells |
|---|---|
| sel_db_func.counter | 16 |
| min_sec_counter.sec_temp | 6 |
| pause_db_func.counter | 16 |
| clock_divider.blinkhz_count | 32 |
| min_sec_counter.min_temp | 6 |
| adj_db_func.counter | 16 |
| clock_divider.twohz_count | 32 |
| clock_divider.fasthz_count | 32 |
| digsegments.seg7_temp | 7 |
| rst_db_func.counter | 16 |
| clock_divider.onehz_count | 32 |
[critical path, cell delays in order, from the launching register on]
cell and delay [ps]:
dfrtp_1 440, and4_1 260, and3_1 200, nand2_1 140
nor4_1 560, nand2_1 130, xor2_1 160, nor2_1 60
[cells by family after synthesis]
logic type | Yosys count | synth area share (%)
AND-OR/OR-AND | 113 | 6.31
XOR/XNOR | 177 | 13.4
adder cells (fa/ha/maj) | 51 | 5.61
buffers and inverters | 69 | 2.37
flip-flops | 234 | 47.6
multiplexers | 13 | 1.14
AND/OR/NAND/NOR | 552 | 23.6
Power and IR drop assume default switching activity.
